`flow/config.mk`:
```
export PLATFORM = sky130hd
export DESIGN_NAME = dice_roll
export DESIGN_NICKNAME = dice_roll
export VERILOG_FILES = /design/flow/design.v
export SDC_FILE = /design/flow/constraint.sdc
export NUM_CORES = 4
export LEC_CHECK = 1
export CORE_AREA = 10 10 71 71
export DIE_AREA = 0 0 81 81
```
`flow/constraint.sdc`:
```
current_design dice_roll

set clk_period 3.1
set clk_io_pct 0.2

create_clock -name clk0 -period $clk_period [get_ports {clk_in}]

set non_clock_inputs [all_inputs -no_clocks]
set_input_delay [expr $clk_period * $clk_io_pct] -clock clk0 $non_clock_inputs
set_output_delay [expr $clk_period * $clk_io_pct] -clock clk0 [all_outputs]
```
`flow/design.v`:
```
`timescale 1ns / 1ps
module dice_roll (clk_in,reset,enable,roll,clk_out);
	input clk_in, reset, enable;		 
	output reg clk_out;
	parameter n=500;			 
	parameter logn=8;			 
	reg [logn:0]count;
	output reg [3:0]roll;				 
	always@(posedge clk_in or posedge reset)
	begin
		if (reset) begin 
			clk_out<=1'b0; count<=0; roll<=1'b001; end			 
		else if (enable) begin
			if (count < n) count<=count+1'b1;	 
		      else begin clk_out<=~clk_out; 				 
					count<=1'b0; 					 
					roll<=roll+1; 					 
				    if (roll==3'b110) roll<=3'b001; 	 
				end
		end
	end
endmodule
```
`flow/run.sh`:
```
#!/bin/bash
# OpenROAD 26Q1-2900-gdf79404cd8, Yosys 0.63+post, stock flow scripts
make -C /OpenROAD-flow-scripts/flow DESIGN_CONFIG=/design/flow/config.mk WORK_HOME=/design/flow/orfs finish
```
==> out/metrics.cfg <==
[synthesis]
top_cells_by_area = dfrtp_1, o21ai_0, dfstp_2
yosysTopAreaCell = dfrtp_1
dominantRegCellSynth = dfrtp_1
netlist_area_um2 = 737
edf_count = 0
ys_warn_count = 1
avgSynthCellArea_um2 = 10.1
synth.most_common_cell = dfrtp_1
async_flop_share = 1.00
yosysChipArea_um2 = 737
top_area_frac = 0.441
ys_seq_share = 0.477
yosys_cells = 73
netlist_top_cells_count = dfrtp_1, o21ai_0, inv_1, nand2_1
synth.distinct_cells = 29
ys.flops = 14
syn_inst = 73

[grt]
grt_use_met2 = 0.0645
antenna_found_initial = 0
met1_usage = 0.0628
track_usage = 0.0444
grt_start_max_net_pins = 15
grt_busiest_layer = met2
grtUsageMet3 = 0.0212
overflow = 0
grt_pass1_wl_um = 2410
first_global_vias = 510

[final_timing]
whs_ns = 0.476
finalClockSkew_ns = 0.00237
tns_ns = 0
rsz0062_at_grt = false
min_period_over_period = 0.608
fmax_mhz = 530
slew_violations = 0
hold_viol = 0
period_needed_ns = 1.89
slew-limit-headroom = 0.639
tightest_slew_ns = 0.540
final-setup-viol-count = 0

[worst_setup_path]
r2r-start = count[0]$_DFFE_PP0P_
worstPathArrival_ns = 1.27
worstPathMaxFanout = 5
worstRegToRegCells = 4
worst-setup-path-type = reg -> out
max_stage_delay_ns = 0.56
crit_path_end_kind = output port
crit_family = flip-flops
crit_cells = 1
cp_num_buf_inv = 1
crit_path_start_kind = flop
rr_endpoint = count[6]$_DFFE_PP0P_
cp.required_ns = 2.48
rrSetupSlack_ns = 1.69
slowest_stage = dfstp_2
cp-startpoint = roll[0]$_DFFE_PP1P_
crit_end = roll[0]
path_cells = clkdlybuf4s50_1

[worst_hold_path]
min_path_type = reg -> reg

[pwr]
max-vdd-ir-drop_mv = 0.437
p_leak_nw = 0.365
power_density_nw_per_um2 = 611

[drt]
num_vias = 586
dr.pass1.iters = 4
drc = 0
drt_iter0_drc = 18
routedWlPerCell_um = 10.5
wl_um = 1380
viasPerCell = 4.47
ant_nets = 0
diodes = 0

[place]
io_buffers = 7
gp_congestion = 0.817
hpwl_um = 1010

[cts]
postCtsSetupBuffers = 0
cts_made_buffers = 3
clkSinkCount = 14
cts_tree = done
clkSlewWorstSetupHoldPaths_ns = 0.05
htree_levels = 1
holdBufCountCts = 0
cts_root_buffer = clkbuf_8
worstSkewPairLatency_ns = 0.24
cts-resized-gates = 0
clockBufferDepth = 2

[die]
floorplanUtilization = 0.203
die-width_um = 81
io_pins = 8
chip_area_um2 = 6560
row_count = 22
fp.dieH_um = 81
design.core.area_um2 = 3630

[cells_and_area]
syn2layout_area_growth_pct = 23.1
drive_above_1_share = 0.0843

[job]
maxCapViolCount = 0
warnings = 25

[outcome]
outcome = completed

==> cell families after synthesis <==
| family | count (synthesis) | synth area share |
|---|---|---|
| fa+ha+maj | 1 | 0.0170 |
| flops | 14 | 0.477 |
| buf+inv | 6 | 0.0323 |
| simple gates | 27 | 0.217 |
| compound gates | 21 | 0.209 |
| xor+xnor | 4 | 0.0475 |
==> worst min path at each step <==
| stage | from | end | depth (start not counted) |
|---|---|---|---|
| final | clk_out$_DFFE_PP0P_ | clk_out$_DFFE_PP0P_ | 1 |
| after global routing | clk_out$_DFFE_PP0P_ | clk_out$_DFFE_PP0P_ | 1 |
| after CTS | clk_out$_DFFE_PP0P_ | clk_out$_DFFE_PP0P_ | 1 |
==> power by group <==
group | total, mW | switching [mW] | internal [mW] | leakage (nW)
clock | 0.152 | 0.0612 | 0.0907 | 0.0228
combinational | 0.112 | 0.0572 | 0.0551 | 0.172
sequential | 0.290 | 0.0681 | 0.222 | 0.171
==> metrics by stage <==
| step | cell area (um^2) | setup WS, ns | cells | power (mW) | util |
|---|---|---|---|---|---|
| 2_1_floorplan | 737 | 1.62 | 73 | 0.371 | - |
| 3_3_place_gp | 862 | 1.05 | 127 | 0.402 | 0.237 |
| 3_5_place_dp | 862 | 1.02 | 127 | 0.402 | 0.237 |
| 4_1_cts | 907 | 1.20 | 131 | 0.557 | 0.250 |
| 5_1_grt | 907 | 1.16 | 131 | 0.597 | 0.250 |
| 6_report | 907 | 1.21 | 131 | 0.554 | 0.250 |
==> metal layers <==
metal,vias up,share of wire,wire length (um)
met5,-,0,0
met4,0,0,0
met3,0,0.072,99
met2,10,0.41,567
met1,281,0.52,710
li1,295,-,-
==> area by class of cell <==
cell class	count	area [um^2]
Fill cell	399	2730
Multi-Input combinational cell	53	362
Sequential cell	14	352
Timing Repair Buffer	7	70.1
Tap cell	48	60.1
Clock buffer	4	45.0
Inverter	5	18.8
==> state kept, by name, summed over array words and instances (netlist names) <==
register	count
count	9
roll	4
clk_out	1
==> cell usage in the layout (no fill, tap or decap), types with 2 or more instances in the layout <==
master and count:
nand4_1 2, inv_1 5, nand2_1 5, clkbuf_8 3, nand2b_1 4, nor3_1 4
a211oi_1 2, o21ai_0 6, and3_1 2, a211o_1 2, nor2_1 3, a21oi_1 2
a2bb2oi_1 3, clkdlybuf4s50_1 7, nand3_1 2, xor2_1 3, dfrtp_1 13, or3_1 2
Power is estimated from default activity; no workload was simulated.
